==> flow/design.v <==
module keyboard (
   input              clk,
   input       [10:0] ps2_key,
   input              key_was_processed,
   output reg         kbd_read_strobe,
   output reg         console_switch_strobe,
   output reg  [10:0] console_switches,
   output reg  [6:0]  kbd_char_out,
   output reg  [5:0]  selected_ptr_x,
   output reg  [4:0]  selected_ptr_y,
   output reg  [1:0]  current_output_device,
   output reg  [7:0]  joystick_emu
);
reg  pressed, current_key_state, old_state, current_case;
reg [6:0] keyboard_buffer[7:0];           
reg [2:0] kbdbuf_read_ptr  = 3'b0;
reg [2:0] kbdbuf_write_ptr = 3'b0;
reg [0:0] old_key_was_processed;
reg [1:0] active_switches;
always @(posedge clk) begin  
   pressed <= ps2_key[9];
   current_key_state <= ps2_key[10];
   kbd_char_out <= keyboard_buffer[kbdbuf_read_ptr];  
   old_state <= current_key_state;   
   old_key_was_processed <= key_was_processed;   
   if(old_state != current_key_state) begin        
      if (pressed && (current_output_device == 2'b10))  
         kbdbuf_write_ptr <= kbdbuf_write_ptr + 1'b1;
      if(~pressed)                                                
         kbd_read_strobe <= 1'b0;      
      casex(ps2_key[8:0])       
         8'h0D: keyboard_buffer[kbdbuf_write_ptr]      <= 6'o36;       
         8'h29: keyboard_buffer[kbdbuf_write_ptr]      <= 6'o00;       
         8'h5A: begin
                  keyboard_buffer[kbdbuf_write_ptr]    <= 6'o77;       
                  console_switch_strobe                <= pressed;
                end
         8'h05: console_switches[10]                          <= pressed ^ console_switches[10];          
         8'h06: begin
                  active_switches                      <= active_switches + pressed;        
                  case (active_switches + pressed) 
                     2'b00: {selected_ptr_x, selected_ptr_y}       <= { 6'd3,  5'd21 };   
                     2'b01: {selected_ptr_x, selected_ptr_y}       <= { 6'd5,  5'd19 };   
                     2'b10: {selected_ptr_x, selected_ptr_y}       <= { 6'd31, 5'd14 };   
                     2'b11: {selected_ptr_x, selected_ptr_y}       <= { 11'b0 };          
                  endcase
                end
         8'h04: console_switches[8]                    <= pressed ^ console_switches[8];    
         8'h0C: current_output_device                  <= current_output_device + pressed + &current_output_device;  
         8'h03: console_switches[0]                          <= pressed;                 
         8'h0B: console_switches[1]                           <= pressed;                 
         8'h83: console_switches[2]                       <= pressed;                 
         8'h0A: console_switches[3]                        <= pressed;                 
         8'h01: console_switches[4]                        <= pressed;                 
         8'h09: console_switches[5]                         <= pressed;                 
         8'h78: console_switches[7]                       <= pressed;                 
         8'h70: console_switches[10]                          <= pressed ^ console_switches[10];          
         8'h69: console_switches[9]                    <= pressed ^ console_switches[9];    
         8'h71: console_switches[8]                    <= pressed ^ console_switches[8];    
         8'h66: keyboard_buffer[kbdbuf_write_ptr] <= { current_case, 6'o75 };    
         8'h41,
         8'h55: keyboard_buffer[kbdbuf_write_ptr] <= { current_case, 6'o33 };    
         8'h4A: keyboard_buffer[kbdbuf_write_ptr] <= { current_case, 6'o21 };    
         8'h54: keyboard_buffer[kbdbuf_write_ptr] <= { current_case, 6'o57 };    
         8'h5B: keyboard_buffer[kbdbuf_write_ptr] <= { current_case, 6'o55 };    
         8'h49: keyboard_buffer[kbdbuf_write_ptr] <= { current_case, 6'o73 };    
         8'h4E: keyboard_buffer[kbdbuf_write_ptr] <= { current_case, 6'o54 };    
         8'h7C: keyboard_buffer[kbdbuf_write_ptr] <= { current_case, 6'o40 };    
         8'h5D: keyboard_buffer[kbdbuf_write_ptr] <= { current_case, 6'o56 };    
         8'h58: keyboard_buffer[kbdbuf_write_ptr] <= { current_case, 6'o36 };    
         8'h45: keyboard_buffer[kbdbuf_write_ptr] <= { current_case, 6'o020 };             8'h1C: keyboard_buffer[kbdbuf_write_ptr] <= { current_case, 6'o061 };   
         8'h16: keyboard_buffer[kbdbuf_write_ptr] <= { current_case, 6'o001 };             8'h32: keyboard_buffer[kbdbuf_write_ptr] <= { current_case, 6'o062 };    
         8'h1E: keyboard_buffer[kbdbuf_write_ptr] <= { current_case, 6'o002 };             8'h21: keyboard_buffer[kbdbuf_write_ptr] <= { current_case, 6'o063 };   
         8'h26: keyboard_buffer[kbdbuf_write_ptr] <= { current_case, 6'o003 };             8'h23: keyboard_buffer[kbdbuf_write_ptr] <= { current_case, 6'o064 };   
         8'h25: keyboard_buffer[kbdbuf_write_ptr] <= { current_case, 6'o004 };             8'h24: keyboard_buffer[kbdbuf_write_ptr] <= { current_case, 6'o065 };    
         8'h2E: keyboard_buffer[kbdbuf_write_ptr] <= { current_case, 6'o005 };             8'h2B: keyboard_buffer[kbdbuf_write_ptr] <= { current_case, 6'o066 };    
         8'h36: keyboard_buffer[kbdbuf_write_ptr] <= { current_case, 6'o006 };             8'h34: keyboard_buffer[kbdbuf_write_ptr] <= { current_case, 6'o067 };    
         8'h3D: keyboard_buffer[kbdbuf_write_ptr] <= { current_case, 6'o007 };             8'h33: keyboard_buffer[kbdbuf_write_ptr] <= { current_case, 6'o070 };   
         8'h3E: keyboard_buffer[kbdbuf_write_ptr] <= { current_case, 6'o010 };             8'h43: keyboard_buffer[kbdbuf_write_ptr] <= { current_case, 6'o071 };   
         8'h46: keyboard_buffer[kbdbuf_write_ptr] <= { current_case, 6'o011 };             8'h3B: keyboard_buffer[kbdbuf_write_ptr] <= { current_case, 6'o041 };   
         8'h42: keyboard_buffer[kbdbuf_write_ptr] <= { current_case, 6'o042 };             8'h1B: keyboard_buffer[kbdbuf_write_ptr] <= { current_case, 6'o022 };   
         8'h4B: keyboard_buffer[kbdbuf_write_ptr] <= { current_case, 6'o043 };             8'h2C: keyboard_buffer[kbdbuf_write_ptr] <= { current_case, 6'o023 };   
         8'h3A: keyboard_buffer[kbdbuf_write_ptr] <= { current_case, 6'o044 };             8'h3C: keyboard_buffer[kbdbuf_write_ptr] <= { current_case, 6'o024 };   
         8'h31: keyboard_buffer[kbdbuf_write_ptr] <= { current_case, 6'o045 };             8'h2A: keyboard_buffer[kbdbuf_write_ptr] <= { current_case, 6'o025 };   
         8'h44: keyboard_buffer[kbdbuf_write_ptr] <= { current_case, 6'o046 };             8'h1D: keyboard_buffer[kbdbuf_write_ptr] <= { current_case, 6'o026 };   
         8'h4D: keyboard_buffer[kbdbuf_write_ptr] <= { current_case, 6'o047 };             8'h22: keyboard_buffer[kbdbuf_write_ptr] <= { current_case, 6'o027 };   
         8'h15: keyboard_buffer[kbdbuf_write_ptr] <= { current_case, 6'o050 };             8'h35: keyboard_buffer[kbdbuf_write_ptr] <= { current_case, 6'o030 };   
         8'h2D: keyboard_buffer[kbdbuf_write_ptr] <= { current_case, 6'o051 };             8'h1A: keyboard_buffer[kbdbuf_write_ptr] <= { current_case, 6'o031 };   
         8'h74: selected_ptr_x                         <= selected_ptr_x + pressed;              
         8'h6B: selected_ptr_x                         <= selected_ptr_x - pressed;
         8'h12,    
         8'h59:         
         begin
               current_case <= pressed;       
               if (current_case != pressed)
               begin    
                  keyboard_buffer[kbdbuf_write_ptr] <= pressed ? 6'o74 : 6'o72;              
                  kbdbuf_write_ptr <= kbdbuf_write_ptr + 1'b1;
               end
         end   
         default:
            kbdbuf_write_ptr <= kbdbuf_write_ptr;
      endcase             
   end
   if (kbdbuf_write_ptr != kbdbuf_read_ptr)
      kbd_read_strobe <= 1'b1;      
   if (~old_key_was_processed && key_was_processed)
   begin
      kbdbuf_read_ptr <= kbdbuf_read_ptr + 1'b1;      
      kbd_read_strobe <= 1'b0;
   end
end
always @(posedge clk) begin     
   if(old_state != current_key_state) begin        
      casex(ps2_key[8:0])
         8'h1D: joystick_emu[0] <= pressed;  
         8'h1C: joystick_emu[1] <= pressed;  
         8'h1B: joystick_emu[2] <= pressed;  
         8'h23: joystick_emu[3] <= pressed;  
         8'h43: joystick_emu[4] <= pressed;  
         8'h3B: joystick_emu[5] <= pressed;  
         8'h42: joystick_emu[6] <= pressed;  
         8'h4B: joystick_emu[7] <= pressed;  
      endcase
   end
end
endmodule
==> flow/run.sh <==
#!/bin/bash
# OpenROAD 26Q1-2900-gdf79404cd8, Yosys 0.63+post, stock flow scripts
make -C /OpenROAD-flow-scripts/flow DESIGN_CONFIG=/design/flow/config.mk WORK_HOME=/design/flow/orfs finish
==> flow/config.mk <==
export PLATFORM = sky130hd
export DESIGN_NAME = keyboard
export DESIGN_NICKNAME = keyboard
export VERILOG_FILES = /design/flow/design.v
export SDC_FILE = /design/flow/constraint.sdc
export NUM_CORES = 4
export LEC_CHECK = 1
export CORE_UTILIZATION = 50
==> flow/constraint.sdc <==
current_design keyboard

set clk_period 6.4
set clk_io_pct 0.2

create_clock -name clk0 -period $clk_period [get_ports {clk}]

set non_clock_inputs [all_inputs -no_clocks]
set_input_delay [expr $clk_period * $clk_io_pct] -clock clk0 $non_clock_inputs
set_output_delay [expr $clk_period * $clk_io_pct] -clock clk0 [all_outputs]
==> summary.txt <==
run metrics: most frequent logic cell in the layout=edfxtp_1, Int Power=0.00111 W, clock share of power=0.369, Worst Hold Class=reg -> reg, drt total wl=~16,000 um, drt wl/cell=roughly 21 um, final global-route overflow total=0, Initial DRC Count=just under 500, CP Class=in -> reg, largest net degree at the start of global routing=34, # IOs=54, Die Height=around 110 um, CTS clock-pin slew for the worst setup and hold paths=0.07 ns, vias in the first global route=4,620, CTS tree=built, initial core utilization=0.511, synthesis area per yosys=6140 um^2, Synth flops=between 100 and 150, Max-cap violations=0, CP Data Required Time=~6.4 ns, Root Driver=clkbuf_16, layout cells sized above 1=0.134, post-synth top area cell=edfxtp_1, post-synthesis sequential area ratio=0.508, Vias/cell=around 6.4, Max clock buf depth=2, FFs w/ async S/R, synth=0, Register Area=3120 um^2, Worst Path Arrival=4.92 ns, tool warnings=26, Cell area leaders=edfxtp_1, mux4_2, dfxtp_1, Layout Skew=between 0.01 and 0.015 ns, clk latency late pin=0.35 ns, post-synthesis cell area=just over 6000 um^2, tightest slew margin relative to the limit=0.339, Comb area=2780 um^2, Detail Placement HPWL=roughly 11,000 um, Worst Tran Pin Value=just under 1 ns, # rows=approximately 40, Final Util=0.594, CP max FO=17, Avg Inst Size Synth=~11 um^2, clk sink count=approximately 110, most frequent cells in the layout=edfxtp_1, clkdlybuf4s50_1, nor2_1, nand2_1, Setup crit start kind=input port, max-slew violations=0, Tcrit/Tclk final=0.772, Hold Vio Cnt, Final=0, endpoint type of the worst setup path=flop, VDD IR max=0.000126 V, DR pass1 iterations=5, Final TNS setup=0 ns, chip area=between 10,000 and 15,000 um^2, Overall Power=~0.0015 W, global-route wire length before repair=~25,000 um, DRC viols=0, ANT nets after route=0, # Cells Yosys=545, Leak=2.44 nW, minimum clock period after layout=about 4.9 ns, combinational cell fraction of total power=0.096, Area Overhead vs Synth=16.1%, Num CTS Buffers=9, RePlAce Congestion=around 1.1, RSZ-0062 raised after global routing=false, total power per unit cell area=just over 200 nW/um^2, # Post-CTS Setup Buffers=0, Commonest flop=edfxtp_1, fillers=between 1,000 and 1,500, ANT cells=0, die span in x=113 um, # setup viols final=0, Net Sw Frac=0.240, Core Area=between 10,000 and 15,000 um^2, post-synth top area share=0.469, Clock H-tree levels=3, Post-CTS Resized=0, max frequency=~0.20 GHz, Seq pwr share=0.535, Sw Pwr=between 0.0003 and 0.0004 W, Syn Inst Count=about 550, vias=between 4,000 and 5,000, outcome=finished clean, GR Util All Layers=0.271, Synth Warn #=2, initial antenna violation count=0, PortBufs=between 50 and 60, hold-fix buffers at CTS=0, Post-synth EDFFs=96, Synth cell types=around 76
==> registers in the layout, indices dropped and copies added, names as in the netlist, 2 cells and up <==
register,cells
kbdbuf_read_ptr,3
console_switches,10
kbdbuf_write_ptr,3
active_switches,2
selected_ptr_y,4
kbd_char_out,7
current_output_device,2
selected_ptr_x,6
joystick_emu,8
keyboard_buffer,56
==> logic make-up after synthesis <==
kind of cell	Yosys count	synth area share
multiplexers	28	0.0762
adder cells (fa/ha/maj)	12	0.0257
AND-OR/OR-AND	99	0.114
flip-flops	108	0.508
AND/OR/NAND/NOR	224	0.209
other	1	0.000611
XOR/XNOR	19	0.0271
buffers and inverters	54	0.0385
==> cell type report <==
type / count / share of cell area
sequential: 108 / 0.438
multi-input combinational: 383 / 0.390
timing repair buffer: 75 / 0.0972
clock buffer: 10 / 0.0335
tap: 147 / 0.0258
inverter: 15 / 0.00789
clock inverter: 6 / 0.00754
==> power by group through the flow <==
stage	clock network [W]	logic, W	registers (W)
after CTS	0.000550	0.000139	0.000779
final	0.000538	0.000141	0.000779
after global routing	0.000576	0.000153	0.000780
==> synthesized netlist by cell type, drive strengths merged, types with 4 or more instances <==
cell	number
a2111oi	6
a211o	4
a21oi	18
buf	21
clkbuf	18
dfxtp	12
edfxtp	96
ha	11
inv	15
mux2	10
mux2i	4
mux4	14
nand2	41
nand2b	17
nand3	22
nand4	11
nand4b	4
nor2	45
nor2b	14
nor3	13
nor3b	6
nor4	15
nor4b	4
o211ai	5
o21ai	24
o22ai	6
or3	4
or4	4
or4b	5
xnor2	9
xor2	10
==> worst paths after layout <==
| kind | start | end | slack, ns | cells after the start |
|---|---|---|---|---|
| worst min register to register | current_key_state$_DFF_P_ | old_state$_DFF_P_ | 0.39 | 0 |
| worst max register to register | current_key_state$_DFF_P_ | keyboard_buffer[0][2]$_DFFE_PP_ | 3.24 | 7 |
| worst max-delay path | ps2_key[7] | keyboard_buffer[0][2]$_DFFE_PP_ | 1.46 | 7 |
| worst min-delay path | current_key_state$_DFF_P_ | old_state$_DFF_P_ | 0.39 | 0 |
==> per-stage QoR <==
stage	setup slack [ns]	std cells	hold slack [ns]	area, um^2
after floorplan	2.22	545	0.374	6140
after global placement	1.10	728	0.377	6840
after detailed placement	1.19	728	0.385	6840
after CTS	1.56	744	0.394	7130
after global routing	1.25	744	0.408	7130
final	1.46	744	0.394	7130
==> critical path: stages <==
cell and delay [ns]:
clkdlybuf4s50_1 0.78, nor4b_1 0.77, nand2_1 0.45, o221ai_1 0.39, nor4_1 0.13, o211a_1 0.24
a2111oi_2 0.87
==> metal layers <==
layer	vias to the layer above	track usage	routed length (um)
met1	2279	0.400	6380
met3	58	0.0529	1140
li1	2194	-	-
met5	-	0	0
met2	241	0.421	7570
met4	0	0.106	736
Power figures rest on the tool's default switching activity, not on a simulated workload.
